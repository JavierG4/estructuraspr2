==> ./design.v <==
module alu(output reg [7:0] S,     
           output reg zero,        
           input wire [7:0] A, B,  
           input wire [2:0] Op     
           );
always @(A, B, Op)
begin
  case (Op)              
    3'b000: S = B; 
    3'b001: S = ~A;
    3'b010: S = A + B;
    3'b011: S = A - B;
    3'b100: S = A & B;
    3'b101: S = A | B;
    3'b110: S = ~(A & B);  
    3'b111: S = -A;
	default: S = 'bx;  
  endcase
  zero = ~(|S);    
end
endmodule
==> ./run.sh <==
#!/bin/bash
# OpenROAD 26Q1-2900-gdf79404cd8, Yosys 0.63+post, stock flow scripts
make -C /OpenROAD-flow-scripts/flow DESIGN_CONFIG=/design/flow/config.mk WORK_HOME=/design/flow/orfs finish
==> ./config.mk <==
export PLATFORM = sky130hd
export DESIGN_NAME = alu
export DESIGN_NICKNAME = alu
export VERILOG_FILES = /design/flow/design.v
export SDC_FILE = /design/flow/constraint.sdc
export NUM_CORES = 4
export LEC_CHECK = 1
export CORE_AREA = 10 10 100 100
export DIE_AREA = 0 0 110 110
==> ./constraint.sdc <==
current_design alu

set clk_period 6.7
set clk_io_pct 0.2

create_clock -name clk0 -period $clk_period

set non_clock_inputs [all_inputs -no_clocks]
set_input_delay [expr $clk_period * $clk_io_pct] -clock clk0 $non_clock_inputs
set_output_delay [expr $clk_period * $clk_io_pct] -clock clk0 [all_outputs]
==> metrics.yaml <==
gp_congestion: 0.864
yosys_warnings: 1
regArea_um2: 0
end_kind: "output port"
worstMarginPinSlew_ns: 0.467
outcome: "finished clean"
grt_max_degree: 31
drtIter0Drc: 106
critPathSlowestCell: "clkdlybuf4s50_1"
path_max_fanout: 5
power_uw: 124
cp.arrival_ns: 4.56
ff_count: 0
rows: 32
fa_ha_area_share_pct: 15.6
n_clock_buffer: 0
synth_cell_types: 47
fin_area_um2: 1520
setup_viol: 0
ctsHoldBuffers: 0
avgRoutedWirePerCell_um: 13.1
grtUsageTotal_pct: 6.29
yosys-top-cells-count: "15 x a21oi_1, 14 x inv_1, 13 x o21ai_0, 11 x ha_1, 11 x nor2_1"
max_freq_ghz: 0.169
final_cells: 294
cts_setup_buffers: 0
die_area_um2: 12100
openroad.warnings: 34
grt_overflow_total: 0
comb_area_um2: 1040
min_period_ns: 5.90
ys_cells: 169
initial_utilization_pct: 14.6
grt_pass1_vias: 1291
irDropWorstVdd_uv: 24.9
place_area_um2: 1520
slew_viol_final: 0
worstSetupPathType: "primary input to output port"
diodes: 0
ant_nets: 0
die_w_um: 110
p_leak_nw: 0.553
drv_cap: 0
aoi_share_pct: 39.3
dpl.hpwl_um: 3170
avgSynthCellArea_um2: 6.76
netlist_area_um2: 1140
vias: 1321
vias_per_cell: 4.49
synth_seq_share_pct: 0
yosys_area_um2: 1140
io_pins: 28
fillerInstances: 871
syn_to_final_growth_pct: 33.3
xor_share_pct: 8.43
top_area_cell: "ha_1"
wl_met2_um: 1710
most_common_cell: "a21oi_1"
synthSimpleGateAreaFrac_pct: 25.6
wl_met3_um: 177
io_buffer_count: 28
drcViolationCount: 0
dr.pass1.iters: 4
power-per-cell-area_nw_per_um2: 81.2
topRoutingLayerUsed: "met3"
wl_met1_um: 1950
antenna_found_initial: 0
cp-start-kind: "primary input"
cp.required_ns: 5.36
rsz0062_at_grt: "false"
critical-path-top-delay-family: "buffers and inverters"
drive_gt1_share_pct: 5.21
placedCellCount: 294
hp-class: "primary input to output port"
cp_slowest_stage_delay_ns: 0.56
ys_top_logic_family: "AND-OR/OR-AND gates"
top_area_share_pct: 12.0
dieHeight_um: 110
path_cells: "clkdlybuf4s50_1 > inv_1 > ha_1 > nor2_1 > xnor2_1 > ha_1 > a21o_1 > a21oi_1 > o21bai_1 > a211oi_1 > o31ai_1 > nor4_2 > clkdlybuf4s50_1"
totalWireLength_um: 3840
final_core_util_pct: 19.5
tns_ns: 0
synth.area.top_cells: "ha_1 12%, a21oi_1 6.6%, xnor2_1 6.1%"
post_cts_resized: 0
ys_sh_mux_pct: 1.75
core-area_um2: 7810
finalCritPeriodShare_pct: 88.1
relSlewSlack_pct: 68.6
netlist_instances: 169
cp_num_buf_inv: 3
grt_pass1_wl_um: 6310
finalHoldViolCount: 0
-- routing by layer --
metal,up-vias,track usage (%)
met3,0,0.881
met2,26,10.2
met4,0,0.651
met5,-,0
met1,603,8.91
li1,692,-
-- layout make-up --
cell class                 count  share of cell area (%)
multi-input combinational    146                    68.0
timing repair buffer          31                    19.9
tap                          102                    8.38
inverter                      15                    3.70
-- worst paths after layout --
path   from    to  cells after the start
max    B[0]  zero                     13
min   Op[2]  S[0]                      5
-- placed cells by master, fill, tap and decap left out, drive strengths merged, types with 2 or more instances in the layout --
cell type	synthesis	routed
clkdlybuf4s50	0	28
a21oi	15	15
inv	14	14
o21ai	14	14
nor2	11	11
ha	11	11
xnor2	8	8
nand2b	8	8
nand2	6	6
nor3	5	5
a211oi	5	5
o31ai	5	5
nand3	5	5
o22ai	4	4
a31oi	4	4
nor2b	4	4
or4	4	4
a311oi	3	3
xor2	3	3
a21o	3	3
buf	3	3
mux2i	2	2
maj3	2	2
o32a	2	2
o21bai	2	2
or2	2	2
o21a	2	2
o2111ai	2	2
o2bb2ai	2	2
nor4	2	2
-- power by group --
group | leakage, nW | internal, mW | switching [mW]
logic | 0.553 | 0.0611 | 0.0626
clock network | 0 | 0 | 0
registers | 0 | 0 | 0
-- stage by stage --
step                      hold WS (ns)  worst slack, ns
final                             3.86            0.797
after global routing              3.92            0.424
after CTS                         3.88            0.787
after detailed placement          3.88            0.786
after global placement            3.87            0.845
after floorplan                   2.86             2.11
-- logic make-up (layout without fill, tap and decap cells) --
logic type               after synthesis  after routing
multiplexers                           2              2
AND-OR/OR-AND                         67             67
adder cells (fa/ha/maj)               14             14
XOR/XNOR                              11             11
buffers and inverters                 23             46
AND/OR/NAND/NOR                       52             52
No activity file was given, so power comes from the tool's default toggle rates.
